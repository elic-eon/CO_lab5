## design/flow/run.sh

```bash
#!/bin/bash
# OpenROAD 26Q1-2900-gdf79404cd8, Yosys 0.63+post, stock flow scripts
make -C /OpenROAD-flow-scripts/flow DESIGN_CONFIG=/design/flow/config.mk WORK_HOME=/design/flow/orfs finish
```

## design/flow/constraint.sdc

```tcl
current_design ALU

set clk_period 18.2
set clk_io_pct 0.2

create_clock -name clk0 -period $clk_period

set non_clock_inputs [all_inputs -no_clocks]
set_input_delay [expr $clk_period * $clk_io_pct] -clock clk0 $non_clock_inputs
set_output_delay [expr $clk_period * $clk_io_pct] -clock clk0 [all_outputs]
```

## design/flow/design.v

```verilog
module ALU(
  src1_i,
	src2_i,
	ctrl_i,
	result_o,
	zero_o
	);
input   [32-1:0] src1_i;
input   [32-1:0] src2_i;
input    [4-1:0] ctrl_i;
output  [32-1:0] result_o;
output           zero_o;
reg     [32-1:0] result_o;
wire             zero_o;
parameter  ALU_AND  = 4'b0000;
parameter  ALU_OR   = 4'b0001;
parameter  ALU_ADD  = 4'b0010;
parameter  ALU_SUB  = 4'b0110;
parameter  ALU_MUL  = 4'b0011;
parameter  ALU_NOR  = 4'b1100;
parameter  ALU_NAND = 4'b1101;
parameter  ALU_SLT  = 4'b0111;
parameter  ALU_LI   = 4'b0100;
assign zero_o = (result_o == 0);  
always @(ctrl_i, src1_i, src2_i) begin
  case (ctrl_i)
    ALU_AND : result_o = src1_i & src2_i;
    ALU_OR  : result_o = src1_i | src2_i;
    ALU_ADD : result_o = src1_i + src2_i;
    ALU_SUB : result_o = src1_i - src2_i;
    ALU_MUL : result_o = src1_i * src2_i;
    ALU_NOR : result_o = ~(src1_i & src2_i);
    ALU_NAND: result_o = ~(src1_i | src2_i);
    ALU_SLT : result_o = (src1_i < src2_i) ? 1 : 0;
    ALU_LI  : result_o = src1_i;
    default : result_o = 0;
  endcase
end
endmodule
```

## design/flow/config.mk

```make
export PLATFORM = sky130hd
export DESIGN_NAME = ALU
export DESIGN_NICKNAME = ALU
export VERILOG_FILES = /design/flow/design.v
export SDC_FILE = /design/flow/constraint.sdc
export NUM_CORES = 4
export LEC_CHECK = 1
export CORE_UTILIZATION = 40
```

==> run summary <==
Physical design

Buffers added to address setup during post-CTS repair amount to 0. The main area contributors are fa_1 39%, ha_1 13%, inv_1 8.2%, nor2_1 7.3%, nand2_1 5.4%. The sequential cell area stands at 0 µm². The global-route usage over all layers stands at 0.3396. Counting pins that exceed their max-slew limit in the final report gives 0.

Once iteration 0 of detailed routing completed, the report listed 1,399 DRC markers. The area share of the largest cell type after synthesis stands at 0.3908. The final total negative setup slack stands at 0 ns.

Setup repair after global routing left no endpoint under its margin. The region available for standard cell placement spans 0.05161 mm². The worst-margin pin slew stands at 0.8687 ns.

The number of endpoints with negative hold slack in the final report stands at 0. The pre-placement core utilization stands at 0.4069. Based on the critical path, the design can be clocked at up to 59.80 MHz. The number of antenna violations at the first check in global routing stands at 0. The DRC violation count after routing stands at 0. The worst path needs 16.72 ns of the cycle, external delays included. The area taken by multi-input combinational cells is reported as 0.01863 mm².

Nets still carrying antenna violations after routing amount to 0. The worst setup path is captured at a primary output. The worst setup path is launched from an input port. Looking at area per cell type in the netlist, the leader is fa_1.

The post-DP HPWL stands at 67,750 µm.

The most frequently used library cell after synthesis is inv_1. Of the cells placed in the final design, the portion with a size suffix greater than 1 is 0.03959.

The number of antenna diodes stands at 0. The area growth from synthesis to final layout stands at 8.883%. The number of filler cells placed in the layout stands at 5,032. Along the worst path, the maximum fanout reaches 15. The final weighted congestion in routability-driven placement stands at 1.029. The maximum number of pins on one net before global-route repair stands at 41.

The max-slew headroom at the worst pin stands at 0.4174. Yosys reports that the most numerous cell types are 460 x inv_1, 411 x nor2_1, 410 x fa_1. The number of maximum-capacitance constraint violations stands at 0. The post-layout instance area stands at 0.02287 mm². Pin placement for this block handled 101 I/O pins.

Note that the worst hold path type here is in2out. In the finished design, the share of the clock period the worst path needs comes to 0.9188.

The tool warning count for the run is 96. The number of gates resized after CTS was 0. The average cell area after synthesis stands at 7.883 µm². The arrival time of the worst setup path stands at 13.08 ns. After layout, the clock buffer instance count stands at 0. Sequential cells placed in the final layout were counted as 0. The cell count in the Yosys report stands at 2,664. The chip area stands at 0.05342 mm².

In the setup report, the worst path falls into the class in2out. The run finished with clean final reports. The number of warnings issued by yosys stands at 1.

The detailed-routing iteration count for the pre-antenna-repair pass stands at 7. The overall routed net length stands at 83,690 µm. The number of global-route vias before repair came to 19,610.

The overflow left after global routing stands at 0. STA puts the critical path data required time at 14.56 ns. The tally of unique sky130hd cells used after synthesis stands at 82. The final setup violation count stands at 0. Measured along the x axis, the die boundary spans 231.1 µm. On the final layout, the worst hold slack is 8.715 ns. After detailed routing, the number of vias per cell comes to 5.658. The post-placement cell area is 0.02287 mm².

The gate count of the mapped netlist stands at 2,664. The row count stands at 83. The share of synthesized area occupied by flip-flops and latches stands at 0. The wire length of the first global-routing pass stands at 126,100 µm. The y dimension of the die stands at 231.1 µm.

The area of the mapped netlist stands at 0.02100 mm². The total number of vias stands at 19,141. In the synthesis report, Yosys lists the chip area as 0.02100 mm².

The number of I/O port buffers stands at 101. The number of buffers inserted for hold repair after clock tree synthesis stands at 0. Dividing the detail-routed wire length by the instance count gives 24.74 µm.
==> metal layers <==
| layer | GRT usage | share of wire | vias to the layer above |
|---|---|---|---|
| li1 | - | - | 8536 |
| met1 | 0.4630 | 0.39 | 9418 |
| met2 | 0.5064 | 0.45 | 976 |
| met3 | 0.1232 | 0.11 | 207 |
| met4 | 0.1244 | 0.049 | 4 |
| met5 | 0.02849 | 0.0024 | - |
==> logic make-up after synthesis <==
family | share of synthesized area
compound gates | 0.1416
xor+xnor | 0.04129
fa+ha+maj | 0.5213
buf+inv | 0.1132
mux | 0.009115
simple gates | 0.1735
==> final timing paths <==
check / start / endpoint / slack, ns / cells past startpoint
setup / recovery: src2_i[2] / zero_o / 1.48 / 28
hold / removal: src2_i[31] / result_o[31] / 8.72 / 6
==> placed cells by master, fill, tap and decap left out, drive strengths merged, types with 34 or more instances in the layout <==
| master | Yosys | final |
|---|---|---|
| o211ai | 34 | 34 |
| ha | 219 | 219 |
| inv | 467 | 467 |
| nor3 | 38 | 38 |
| o21ai | 74 | 74 |
| buf | 34 | 77 |
| a21oi | 99 | 99 |
| clkdlybuf4s50 | 0 | 101 |
| nand2 | 300 | 300 |
| xnor2 | 73 | 73 |
| nor2 | 411 | 411 |
| fa | 410 | 410 |
==> layout make-up <==
type | count | area share
multi-input cells | 2046 | 0.8147
inverters | 479 | 0.07863
repair buffers | 178 | 0.06949
well taps | 680 | 0.03721
==> critical path, stage by stage <==
cell	delay [ns]
clkdlybuf4s50_1	0.40
buf_4	0.19
inv_1	0.62
buf_4	0.32
nor2_1	0.08
fa_1	0.55
inv_1	0.05
fa_1	0.41
fa_1	0.53
fa_1	0.55
inv_1	0.05
fa_1	0.46
ha_1	0.30
fa_1	0.53
fa_1	0.44
ha_1	0.36
and3_1	0.22
and3_1	0.19
a22oi_1	0.29
a31oi_1	0.23
a221oi_1	0.73
o21ai_0	0.27
xnor2_1	0.19
o21ai_0	0.11
nor4_1	0.31
nand4_1	0.17
nor4b_2	0.32
clkdlybuf4s50_1	0.53
==> per-stage QoR <==
stage               cells  utilization  setup slack [ns]
floorplan            2664            -             3.946
global placement     3383       0.4430             1.728
detailed placement   3383       0.4430             1.674
CTS                  3383       0.4430             1.614
global route         3383       0.4430             1.157
finish               3383       0.4430             1.478
