==> design.v <==
module Decoder(
  instr_op_i,
  RegDst_o,
  SignedCtrl_o,
  RegWrite_o,
  ALUSrc_o,
  ALU_op_o,
  MemWrite_o,
  MemRead_o,
  Jump_o,
  MemToReg_o,
  Branch_o,
  BranchType_o
	);
input  [6-1:0] instr_op_i;
output [2-1:0] RegDst_o;
output         SignedCtrl_o;
output         RegWrite_o;
output         ALUSrc_o;
output [3-1:0] ALU_op_o;
output         MemWrite_o;
output         MemRead_o;
output         Jump_o;
output [2-1:0] MemToReg_o;
output         Branch_o;
output [2-1:0] BranchType_o;
reg    [3-1:0] ALU_op_o;
reg    [2-1:0] MemToReg_o;
reg    [2-1:0] BranchType_o;
reg            R_format;
reg            beq;
reg            addi;
reg            slti;
reg            lw;
reg            sw;
reg            jump;
reg            jal;
reg            bgt;
reg            bnez;
reg            bgez;
parameter      R_type      = 6'b000000;
parameter      BEQ         = 6'b000100;
parameter      ADDi        = 6'b001000;
parameter      SLTi        = 6'b001010;
parameter      LW          = 6'b100011;
parameter      SW          = 6'b101011;
parameter      JUMP        = 6'b000010;
parameter      JAL         = 6'b000011;
parameter      BGT         = 6'b000111;
parameter      BNEZ        = 6'b000101;
parameter      BGEZ        = 6'b000001;
always @(*) begin
  R_format = (instr_op_i == R_type) ? 1 : 0;
  beq      = (instr_op_i == BEQ)    ? 1 : 0;
  addi     = (instr_op_i == ADDi)   ? 1 : 0;
  slti     = (instr_op_i == SLTi)   ? 1 : 0;
  lw       = (instr_op_i == LW)     ? 1 : 0;
  sw       = (instr_op_i == SW)     ? 1 : 0;
  jump     = (instr_op_i == JUMP)   ? 1 : 0;
  jal      = (instr_op_i == JAL)    ? 1 : 0;
  bgt      = (instr_op_i == BGT)    ? 1 : 0;
  bnez     = (instr_op_i == BNEZ)   ? 1 : 0;
  bgez     = (instr_op_i == BGEZ)   ? 1 : 0;
end
assign RegDst_o[0]   = R_format;
assign RegDst_o[1]   = jal;
assign SignedCtrl_o  = 1'b1;
assign RegWrite_o    = R_format | lw | addi | slti | jal;
assign ALUSrc_o      = lw | sw | addi | slti;
assign MemWrite_o    = sw;
assign MemRead_o     = lw;
assign Jump_o        = jump | jal;
assign Branch_o      = beq | bgt | bnez | bgez;
always @(*) begin
  case(instr_op_i)
    R_type:  ALU_op_o = 3'b010;
    BEQ:     ALU_op_o = 3'b001;
    ADDi:    ALU_op_o = 3'b100;
    SLTi:    ALU_op_o = 3'b101;
    LW:      ALU_op_o = 3'b000;
    SW:      ALU_op_o = 3'b000;
    BGT:     ALU_op_o = 3'b001;
    BNEZ:    ALU_op_o = 3'b110;
    BGEZ:    ALU_op_o = 3'b110;
    default: ALU_op_o = 3'bxxx;
  endcase
end
always @(*) begin
  case(instr_op_i)
    R_type:  MemToReg_o = 2'b00;
    ADDi:    MemToReg_o = 2'b00;
    SLTi:    MemToReg_o = 2'b00;
    LW:      MemToReg_o = 2'b01;
    JAL:     MemToReg_o = 2'b11;
    default: MemToReg_o = 2'bxx;
  endcase
end
always @(*) begin
  case(instr_op_i)
    BEQ:     BranchType_o = 2'b00;
    BGT:     BranchType_o = 2'b01;
    BNEZ:    BranchType_o = 2'b11;
    BGEZ:    BranchType_o = 2'b10;
    default: BranchType_o = 2'bxx;
  endcase
end
endmodule
==> run.sh <==
#!/bin/bash
# OpenROAD 26Q1-2900-gdf79404cd8, Yosys 0.63+post, stock flow scripts
make -C /OpenROAD-flow-scripts/flow DESIGN_CONFIG=/design/flow/config.mk WORK_HOME=/design/flow/orfs finish
==> config.mk <==
export PLATFORM = sky130hd
export DESIGN_NAME = Decoder
export DESIGN_NICKNAME = Decoder
export VERILOG_FILES = /design/flow/design.v
export SDC_FILE = /design/flow/constraint.sdc
export NUM_CORES = 4
export LEC_CHECK = 1
export CORE_AREA = 10 10 70 70
export DIE_AREA = 0 0 80 80
==> constraint.sdc <==
current_design Decoder

set clk_period 1.3
set clk_io_pct 0.2

create_clock -name clk0 -period $clk_period

set non_clock_inputs [all_inputs -no_clocks]
set_input_delay [expr $clk_period * $clk_io_pct] -clock clk0 $non_clock_inputs
set_output_delay [expr $clk_period * $clk_io_pct] -clock clk0 [all_outputs]
==> impl_metrics.json <==
{
  "worst-endpoint-required_ps": 1040,
  "dieHeight_um": 80,
  "crit_chain": "buf_12 -> or4b_4 -> o21ai_2 -> o21bai_1 -> buf_2",
  "number_of_global_route_vias_before_repair": 458,
  "finish.instance_area_um2": 766,
  "synth_area_per_cell_um2": 6.00,
  "min-delay-path-class": "input port to output pin",
  "met1_length_um": 549,
  "critical_path_class": "input port to output pin",
  "finalSetupViolations": 3,
  "chip_area_mm2": 0.00640,
  "hpwl_mm": 1.01,
  "final_layout_top_logic_cells": "12 x sky130_fd_sc_hd__buf_4, 7 x sky130_fd_sc_hd__buf_6, 6 x sky130_fd_sc_hd__buf_2, 6 x sky130_fd_sc_hd__dlygate4sd2_1",
  "first_iter_violations": 10,
  "cellPowerDensity_mw_per_mm2": 251,
  "share_comb_of_total_power_pct": 100.0,
  "floorplan.io_pins": 22,
  "mappedNetlistArea_um2": 264,
  "maxCapViolCount": 0,
  "critical-path-slowest-cell": "sky130_fd_sc_hd__or4b_4",
  "yosys_cells": 44,
  "sequential_to_total_area_share_from_yosys_stat_pct": 0,
  "top_cell_area_share_pct": 11.4,
  "period_minus_slack_ps": 1410,
  "drt_total_wl_mm": 1.36,
  "slew_viol_final": 0,
  "synth.area.top_cells": "sky130_fd_sc_hd__buf_4 11%, sky130_fd_sc_hd__nor4_1 9.5%, sky130_fd_sc_hd__nor2_1 8.5%, sky130_fd_sc_hd__nor3_1 7.6%, sky130_fd_sc_hd__and3_1 4.7%",
  "placement.io_buffers": 21,
  "yosys-stat-area_um2": 264,
  "sequential_cell_area_um2": 0,
  "ff_count": 0,
  "fillers": 371,
  "hold_violations": 0,
  "critPathTopFamily": "simple AND/OR/NAND/NOR gates",
  "total_leakage_power_nw": 0.339,
  "globalplace.congestion": 0.770,
  "clockBufferCount": 0,
  "power.share.switching_pct": 43.7,
  "drt-pass1-iter-count": 2,
  "timing.critical_path.fanout_max": 5,
  "p_seq_share_pct": 0,
  "ys_warn_count": 1,
  "core_mm2": 0.00342,
  "timing.critical_path.arrival_ps": 1150,
  "max_freq_mhz": 710,
  "grt_max_degree": 10,
  "chipWidth_um": 80,
  "crit_path_max_incr_delay_ps": 530,
  "post_drt_via_cell_ratio": 3.58,
  "route.detailed.wl_per_inst_um": 11.3,
  "openroad.warnings": 34,
  "antenna-diode-count": 0,
  "vdd.ir_drop.worst_v": 0.0000575,
  "p_switching_mw": 0.0838,
  "route.top_layer_used": "met3",
  "drc_errors": 0,
  "grt.overflow.total": 0,
  "setup-tns-final_ps": -191,
  "drt.antenna.violating_nets": 0,
  "number_of_antenna_violations_at_the_first_check_in_global_routing": 0,
  "total_number_of_vias": 430,
  "detailed_place.area_um2": 567,
  "met2_wire_length_um": 646,
  "setup_crit_end_kind": "output pin",
  "rsz0062_at_grt": "true",
  "most_common_logic_cell_in_the_routed_design": "sky130_fd_sc_hd__buf_4",
  "netlist_instances": 44,
  "post_route_cells_drive_above_1_share_pct": 73.0,
  "result_of_the_run": "finished with violations",
  "grt.total_usage_pct": 4.34,
  "failed_checks": "negative setup slack",
  "rows": 21,
  "timing.final.ws_setup_ps": -108,
  "floorplan.initialDensity_pct": 7.73,
  "setup.worst_path.start_class": "input port",
  "area_delta_synth_final_pct": 190,
  "internal_power_mw": 0.108,
  "share_clk_of_total_power_pct": 0,
  "cp.buffers_inverters": 2,
  "synth_top_cell_by_area": "sky130_fd_sc_hd__buf_4",
  "met3_length_um": 160,
  "final_min_period_over_clock_period_pct": 108,
  "grt_pass1_wl_mm": 2.31,
  "yosysUniqueCellTypes": 23
}
-- path summary, 6_finish.rpt --
kind,start,endpoint,slack (ps),cells past startpoint
worst min-delay path,instr_op_i[5],BranchType_o[1],790,3
worst max-delay path,instr_op_i[2],ALU_op_o[1],-110,5
-- per-stage QoR --
step	hold slack (ps)	utilization, %	std cells	power [mW]	worst slack [ps]
final	787	22.4	120	0.192	-108
after global routing	810	22.4	120	0.209	-152
after CTS	806	21.0	120	0.172	-138
after detailed placement	1580	16.6	114	0.118	-921
after global placement	1590	16.6	114	0.118	-925
after floorplan	535	-	44	0.0481	114
-- cell type report --
type,instances,area (um2),share of cell area [%]
well taps,46,57.6,7.52
repair buffers,38,342,44.6
inverters,1,3.75,0.490
multi-input cells,35,363,47.4
-- power by group through the flow --
stage / combinational [mW] / sequential (mW) / clock, mW
after CTS: 0.172 / 0 / 0
after global routing: 0.209 / 0 / 0
final: 0.192 / 0 / 0
-- repair_timing --
action	4_1_cts	5_1_grt
buffers inserted	7	0
pin swaps	13	8
setup endpoints to repair	15	11
hold buffers	0	0
gates resized	96	17
cloned	0	0
-- worst min-delay path, stage by stage --
cell                     delay [ps]
sky130_fd_sc_hd__buf_8          110
sky130_fd_sc_hd__nor4_4          50
sky130_fd_sc_hd__buf_2          100
-- Yosys cell counts (all sizes together) --
master  number
buf          6
nand2        3
a32oi        1
o21ai        2
inv          1
conb         1
nand2b       2
clkbuf       2
and3         2
o21a         1
nor4         4
o31a         1
mux2i        1
o21bai       1
and4         1
nand3        1
and4bb       1
or4b         1
nor2         6
xnor2        1
nor3b        1
nor3         4
-- metal layers --
metal,vias to the layer above,global-route usage (%)
met5,-,0
met4,0,0
met3,0,1.48
met2,13,7.22
met1,198,5.61
li1,219,-
-- cell families after synthesis --
group                  Yosys count  synth area share [%]
multiplexers                     1                  3.79
buffers and inverters            9                  19.4
XOR/XNOR                         1                  3.32
other                            1                  1.42
AND/OR/NAND/NOR                 26                  55.9
AND-OR/OR-AND                    6                  16.1
No activity file was given, so power comes from the tool's default toggle rates.
