==> design/flow/design.v <==
`timescale 1ns / 1ps
module Data_Memory
(
	clk_i,
	addr_i,
	data_i,
	MemRead_i,
	MemWrite_i,
	data_o
);
input				clk_i;
input	[31:0]		addr_i;
input	[31:0]		data_i;
input				MemRead_i;
input				MemWrite_i;
output	[31:0] 		data_o;
reg		[31:0]		data_o;
reg		[7:0]		Mem 			[0:127];	 
integer				i;
wire	[31:0]		memory			[0:31];
assign  memory[0] = {Mem[3], Mem[2], Mem[1], Mem[0]};
assign  memory[1] = {Mem[7], Mem[6], Mem[5], Mem[4]};
assign  memory[2] = {Mem[11], Mem[10], Mem[9], Mem[8]};
assign  memory[3] = {Mem[15], Mem[14], Mem[13], Mem[12]};
assign  memory[4] = {Mem[19], Mem[18], Mem[17], Mem[16]};
assign  memory[5] = {Mem[23], Mem[22], Mem[21], Mem[20]};
assign  memory[6] = {Mem[27], Mem[26], Mem[25], Mem[24]};
assign  memory[7] = {Mem[31], Mem[30], Mem[29], Mem[28]};
assign  memory[8] = {Mem[35], Mem[34], Mem[33], Mem[32]};
assign  memory[9] = {Mem[39], Mem[38], Mem[37], Mem[36]};
assign  memory[10] = {Mem[43], Mem[42], Mem[41], Mem[40]};
assign  memory[11] = {Mem[47], Mem[46], Mem[45], Mem[44]};
assign  memory[12] = {Mem[51], Mem[50], Mem[49], Mem[48]};
assign  memory[13] = {Mem[55], Mem[54], Mem[53], Mem[52]};
assign  memory[14] = {Mem[59], Mem[58], Mem[57], Mem[56]};
assign  memory[15] = {Mem[63], Mem[62], Mem[61], Mem[60]};
assign  memory[16] = {Mem[67], Mem[66], Mem[65], Mem[64]};
assign  memory[17] = {Mem[71], Mem[70], Mem[69], Mem[68]};
assign  memory[18] = {Mem[75], Mem[74], Mem[73], Mem[72]};
assign  memory[19] = {Mem[79], Mem[78], Mem[77], Mem[76]};
assign  memory[20] = {Mem[83], Mem[82], Mem[81], Mem[80]};
assign  memory[21] = {Mem[87], Mem[86], Mem[85], Mem[84]};
assign  memory[22] = {Mem[91], Mem[90], Mem[89], Mem[88]};
assign  memory[23] = {Mem[95], Mem[94], Mem[93], Mem[92]};
assign  memory[24] = {Mem[99], Mem[98], Mem[97], Mem[96]};
assign  memory[25] = {Mem[103], Mem[102], Mem[101], Mem[100]};
assign  memory[26] = {Mem[107], Mem[106], Mem[105], Mem[104]};
assign  memory[27] = {Mem[111], Mem[110], Mem[109], Mem[108]};
assign  memory[28] = {Mem[115], Mem[114], Mem[113], Mem[112]};
assign  memory[29] = {Mem[119], Mem[118], Mem[117], Mem[116]};
assign  memory[30] = {Mem[123], Mem[122], Mem[121], Mem[120]};
assign  memory[31] = {Mem[127], Mem[126], Mem[125], Mem[124]};
initial begin
	for(i=0; i<128; i=i+1)
		Mem[i] = 8'b0;
	Mem[0] = 8'b0100;
	Mem[4] = 8'b0101;
	Mem[8] = 8'b0110;
	Mem[12] = 8'b0111;
	Mem[16] = 8'b1000;
	Mem[20] = 8'b1001;
	Mem[24] = 8'b1010;
	Mem[28] = 8'b0010;
	Mem[32] = 8'b0001;
	Mem[36] = 8'b0011;
end
always@(posedge clk_i) begin
    if(MemWrite_i) begin
		Mem[addr_i+3] <= data_i[31:24];
		Mem[addr_i+2] <= data_i[23:16];
		Mem[addr_i+1] <= data_i[15:8];
		Mem[addr_i]   <= data_i[7:0];
	end
end
always@(addr_i or MemRead_i) begin
	if(MemRead_i)
		data_o = {Mem[addr_i+3], Mem[addr_i+2], Mem[addr_i+1], Mem[addr_i]};
end
endmodule
==> design/flow/run.sh <==
#!/bin/bash
# OpenROAD 26Q1-2900-gdf79404cd8, Yosys 0.63+post, stock flow scripts
make -C /OpenROAD-flow-scripts/flow DESIGN_CONFIG=/design/flow/config.mk WORK_HOME=/design/flow/orfs finish
==> design/flow/config.mk <==
export PLATFORM = sky130hd
export DESIGN_NAME = Data_Memory
export DESIGN_NICKNAME = Data_Memory
export VERILOG_FILES = /design/flow/design.v
export SDC_FILE = /design/flow/constraint.sdc
export NUM_CORES = 4
export LEC_CHECK = 1
export CORE_UTILIZATION = 40
==> design/flow/constraint.sdc <==
current_design Data_Memory

set clk_period 13.0
set clk_io_pct 0.2

create_clock -name clk0 -period $clk_period [get_ports {clk_i}]

set non_clock_inputs [all_inputs -no_clocks]
set_input_delay [expr $clk_period * $clk_io_pct] -clock clk0 $non_clock_inputs
set_output_delay [expr $clk_period * $clk_io_pct] -clock clk0 [all_outputs]
==> CHANGELOG.md <==
### Physical design

- Status: finished, final reports clean
- Die ar.: 0.256 mm^2
- Die H: slightly above 500 um
- Clk pin slew, worst setup/hold paths: 50 ps
- GRT Overall Usage: 52.7%
- CTS tree: built
- MUX area fraction: 40.7%
- Max-cap violation count: 0
- Initial DRT Pass Iterations: 11
- Avg Cell Area, Syn: 10.8 um^2
- Design Area, Final: ~0.11 mm^2
- Layout area overhead: 8.79%
- Post-CTS sizing: 0
- Async SR Flop Fraction: 0%
- Worst Hold Class: input pin to flop
- Syn Inst Count: between 9k and 10k
- Critical path's slowest cell: inv_2
- Post-CTS Setup Inserts: 0
- Req. time, crit path: 13440 ps
- Main area contributors: edfxtp_1 (30%), mux4_2 (23%), mux2i_1 (12%), mux2_2 (5.8%), a21o_1 (3.8%)
- Final Max Slew Viols: 0
- Most frequent cell after synthesis: mux2i_1
- Final TNS setup: 0 ps
- CTS Hold Bufs: 0
- Ys cells: 9411
- Io pins: 99
- Number of remaining DRC errors: 0
- Hold Path Depth: 3
- Area reported by Yosys stat: 0.102 mm^2
- OpenROAD warning count: 61
- Final setup fails: 0
- Critical path startpoint: addr_i[0]
- Overall Power: around 0.011 W
- PwrDens: 99.3 mW/mm^2
- Adder Share, Synth: less than 1%
- Post-synthesis simple-gate area fraction: 8.53%
- Vias in the first global route: 87.9k
- Worst hold slack: 2320 ps
- Largest net degree at the start of global routing: approximately 120
- Area leader, netlist: edfxtp_1
- Slew @ Worst Pin: 1340 ps
- Final min period: just under 8000 ps
- Mapped Area: 0.102 mm^2
- Max Freq: 127 MHz
- Hold_sp: data_i[4]
- Slew margin rel.: between 10% and 20%
- CP Class: input pin to flop
- GR Overflow Total: 0
- Register pins left without a clock: 32
- Synth logic family: multiplexers
- Crit-path max cell delay: roughly 740 ps
- Via density: around 7.5
- Crit path top cell by count: buf_4
- H-tree Lvls: 4
- Worst hold endpoint: Mem[85][4]
- Critical path's top delay family: buffers and inverters
- Yosys warning tally: 1
- DPL Wire Length: about 450 mm
- Via count: 94.0k
- Fill count: 22.9k
- Area share, top type: 30.2%
- FF+latch count, synth: 1056
- IO buf count: 73
- Crit-path max FO: 33
- Worst Path Buf+Inv: 5
- Layout cell share with drive strength beyond 1: 27.6%
- RSZ-0062 raised after global routing: false
- GPL Wtd Cong: 1.13
- Final hold vios: 0
- First-pass GRT wire length: 842 mm
- Count of library flops with an enable pin: 1024
- Worst Path Arrival: 8290 ps
- Die Wd: ~510 um
- CTS max path bufs: 3
- Drt wl/cell: 51.5 um
- DRT iter0 DRCs: about 11k
- Endpoints left unconstrained: between 60 and 70
- Dominant Register Cell: edfxtp_1
- Aoi share: 15.0%
- Cell breakdown of the critical path: buf_8 -> inv_2 -> ha_2 -> buf_4 -> nor2_4 -> buf_4 -> nand2_1 -> nor2_2 -> buf_4 -> nand2_1 -> o2111ai_1
- Rows: 184
- Final ANT Viol Nets: 0
- Place WS: 4900 ps
- Synth top cells by count: mux2i_1 (1233), mux4_2 (1031), edfxtp_1 (1024)
- Total CTS buffers: around 140
- Leak: 38.9 nW
- Peak VDD IR: roughly 0.00014 V
- Final WS setup: 5150 ps
- Synth Area in XOR/XNOR: 0.159%
- CP Launch Type: input pin
- Core box area: ~0.25 mm^2
- Initial Utilization: 40.4%
- Clk root buf: clkbuf_16
- Post-Route WL: 643 mm
- Initial antenna violation count: 107
- DP Area: ~0.11 mm^2
- Crit end category: flop
- Yosys cell types: 81
- Part of the cycle the worst path needs: 60.4%
## through the flow
stage | std cells | util, %
final | 12498 | 43.9
after global placement | 12173 | 42.1
after global routing | 12441 | 43.8
after CTS | 12416 | 43.8
after detailed placement | 12173 | 42.1
after floorplan | 9411 | -
## report_power, final
group / switching (W) / internal (W)
logic: 0.00222 / 0.00101
registers: 0.000102 / 0.00373
clock network: 0.00171 / 0.00222
total: 0.00403 / 0.00696
## state kept, by name, summed over array words and instances, names as in the netlist
signal	cells
data_o	32
Mem	1024
## cell type report
| cell class | instances | area [um^2] | area share (%) |
|---|---|---|---|
| Clock buffer | 160 | 3580 | 3.23 |
| Multi-Input combinational cell | 7196 | 66100 | 59.7 |
| Tap cell | 3348 | 4190 | 3.79 |
| Inverter | 6 | 32.5 | 0.0294 |
| Clock inverter | 83 | 847 | 0.765 |
| Antenna cell | 82 | 205 | 0.185 |
| Sequential cell | 1056 | 31200 | 28.2 |
| Timing Repair Buffer | 567 | 4530 | 4.10 |
## worst max-delay path by stage
stage	to	slack (ps)	cells after the start
CTS	Mem[1][3]	5730	11
finish	Mem[29][0]	5150	11
global route	Mem[29][0]	5460	11
## per-layer routing
layer,vias up,global-route usage [%],wire length (um),part of all wire [%]
li1,36622,-,-,-
met1,46978,62.3,213000,33
met2,8415,67.7,257000,40
met3,1862,39.6,119000,18
met4,104,31.5,52700,8.2
met5,-,6.78,2410,0.37
## placed cells by master, fill, tap and decap left out, types with 33 or more instances in the layout
cell and instances:
nand3_1 143, a21oi_1 572, nor2_2 80, a21o_1 512
mux4_2 1031, nor3_1 38, diode_2 82, o21ai_1 50
o22ai_1 613, nor2_1 328, nand2_1 984, buf_4 490
or4_1 82, nand4_1 39, edfxtp_1 1024, mux2_2 522
o21ai_0 543, clkbuf_16 140, a32oi_1 33, mux2i_1 1229
## cells by family after synthesis
family,Yosys count
fa+ha+maj,7
flops,1024
compound gates,2502
mux,2786
simple gates,1886
latches,32
buf+inv,1159
xor+xnor,15
Power figures rest on the tool's default switching activity, not on a simulated workload.
